--- ./run.sh ---
#!/bin/bash
# OpenROAD 26Q1-2900-gdf79404cd8, Yosys 0.63+post, stock flow scripts
make -C /OpenROAD-flow-scripts/flow DESIGN_CONFIG=/design/flow/config.mk WORK_HOME=/design/flow/orfs finish
--- ./config.mk ---
export PLATFORM = sky130hd
export DESIGN_NAME = ULA
export DESIGN_NICKNAME = ULA
export VERILOG_FILES = /design/flow/design.v
export SDC_FILE = /design/flow/constraint.sdc
export NUM_CORES = 4
export LEC_CHECK = 1
export CORE_UTILIZATION = 40
--- ./constraint.sdc ---
current_design ULA

set clk_period 13.2
set clk_io_pct 0.2

create_clock -name clk0 -period $clk_period

set non_clock_inputs [all_inputs -no_clocks]
set_input_delay [expr $clk_period * $clk_io_pct] -clock clk0 $non_clock_inputs
set_output_delay [expr $clk_period * $clk_io_pct] -clock clk0 [all_outputs]
--- ./design.v ---
module ULA (
	iControl,
	iA,
	iB,
	oResult,
	oZero
	);
	parameter
    STACK_ADDRESS = 32'h1001_03FC,
	GLOBAL_POINTER = 32'h1001_0000,
    OP_R = 7'b0110011,
    OP_B = 7'b1100011,
    OP_LOAD = 7'b0000011,
    OP_STORE = 7'b0100011,
    OP_JAL = 7'b1101111,
    OP_R_IMM = 7'b0010011,
    FUNCT3_ADD	= 3'b000,
    FUNCT3_SUB	= 3'b000,
    FUNCT3_SLT	= 3'b010,
    FUNCT3_OR	= 3'b110,
    FUNCT3_AND	= 3'b111,
    FUNCT3_ADDI = 3'b001,
    FUNCT3_ANDI = 3'b111,
    FUNCT3_ORI = 3'b100,
    FUNCT3_XORI = 3'b010,
    FUNCT7_ADD	= 7'b0000000,
    FUNCT7_SUB = 7'b0100000,
    OP_AND = 3'b000,
    OP_OR = 3'b001,
    OP_ADD = 3'b010,
    OP_SUB = 3'b011,
    OP_SLT = 3'b100,
    OP_XOR = 3'b101;
	input [2:0] iControl;
	input signed [31:0] iA;
	input signed [31:0] iB;
	output [31:0] oResult;
	output oZero;
	always @(*)
	begin
		case (iControl)
			OP_AND: oResult <= iA & iB;
			OP_OR: oResult <= iA | iB;
			OP_ADD: oResult <= iA + iB;
			OP_SUB: oResult <= iA - iB;
			OP_SLT: oResult <= iA < iB;
			OP_XOR: oResult <= iA ^ iB;
			default: oResult <= iA & iB;
		endcase
		oZero <= (oResult == 32'h0000_0000) ? 1'b1 : 1'b0;
	end
endmodule
==> out/qor.tcl <==
set qor(final.min_clock_period_ns) 10.45
set qor(num-fill-cells) 1580
set qor(ys_top_cells_by_area) {sky130_fd_sc_hd__ha_1 21%, sky130_fd_sc_hd__a21oi_1 9.5%, sky130_fd_sc_hd__nor2_1 6.4%}
set qor(ctsHoldBuffers) 0
set qor(crit_path_start_kind) {primary input}
set qor(clockPowerShare_pct) 0
set qor(initial_standard_cell_utilization_of_the_core_pct) 41.1
set qor(achievable-frequency_ghz) 0.0957
set qor(grt_max_degree) 51
set qor(timing_max_transition_violations_final) 0
set qor(floorplan.die_area_sq_mm) 0.0161
set qor(synth.yosys.chip_area_sq_mm) 0.00625
set qor(die_x_um) 127
set qor(ff_latch_area_sq_um) 0
set qor(coreArea_sq_mm) 0.0152
set qor(most_frequent_cells_after_synthesis) {118 x sky130_fd_sc_hd__a21oi_1, 107 x sky130_fd_sc_hd__nor2_1, 104 x sky130_fd_sc_hd__ha_1, 93 x sky130_fd_sc_hd__inv_1, 78 x sky130_fd_sc_hd__nand2_1}
set qor(top_cell_area_share_pct) 20.8
set qor(average_cell_area_after_synthesis_sq_um) 6.40
set qor(globalRouteTotalUtil_pct) 29.7
set qor(synthDominantAreaCellType) {sky130_fd_sc_hd__ha_1}
set qor(fin_setup_tns_ns) 0
set qor(worst-slew-pin-transition_ns) 0.834
set qor(setup.worst_path.end_class) {output pin}
set qor(cp.required_ns) 10.56
set qor(vias_per_std_cell) 6.27
set qor(wire_length_of_the_first_global_routing_pass_mm) 37.5
set qor(yosys_warnings) 9
set qor(cts_resizes) 0
set qor(drive_gt1_share_pct) 4.28
set qor(post-cts-setup-buffer-count) 0
set qor(p_int_mw) 0.137
set qor(post-layout-total-power_mw) 0.329
set qor(dieHeight_um) 127
set qor(hold_viol_final) 0
set qor(synth_cell_type_count) 84
set qor(crit_fanout) 15
set qor(grt_setup_unrepaired) {false}
set qor(total_leakage_power_nw) 3.20
set qor(power.share.combinational_pct) 100.0
set qor(detailedRoute.firstIterationViolations) 747
set qor(finalCritPeriodShare_pct) 79.1
set qor(finalSetupViolations) 0
set qor(seq_area_frac_synth_pct) 0
set qor(place.gp.congestion) 1.02
set qor(placementRows) 45
set qor(synthesis_to_layout_area_growth_pct) 17.3
set qor(layout.sequential_cells) 0
set qor(port-buffer-count) 100
set qor(max-slew-margin-rel_pct) 43.9
set qor(number_of_antenna_violations_at_the_first_check_in_global_routing) 0
set qor(detail_route.wirelength_mm) 24.2
set qor(routedWlPerCell_um) 19.9
set qor(grt_pass1_vias) 6717
set qor(antenna-diode-count) 0
set qor(crit_type) {primary input to output pin}
set qor(dp_hpwl_mm) 18.6
set qor(warnings) 104
set qor(cp.arrival_ns) 7.81
set qor(min_path_type) {primary input to output pin}
set qor(p_per_area_mw_per_mm2) 44.9
set qor(power_switching_share_pct) 58.3
set qor(hold-worst-slack_ns) 6.24
set qor(peakVddDrop_uv) 18.4
set qor(post_synth_inst_count) 976
set qor(clock_buffers) 0
set qor(drt.antenna.violating_nets) 0
set qor(synth_area_sq_mm) 0.00625
set qor(ys_cells) 976
set qor(detail_route.drc_violations) 0
set qor(dr_total_vias) 7628
set qor(dr.pass1.iters) 6
set qor(num_io_pins) 100
set qor(outcome) {finished, final reports clean}
set qor(maxCapViolations) 0
set qor(grt_overflow_total) 0
set qor(yosysMostFrequentCell) {sky130_fd_sc_hd__a21oi_1}
set qor(net-switching-power_mw) 0.192
set qor(power_frac_seq_pct) 0
logic make-up after synthesis:
| logic type | after synthesis | synth area share, % |
|---|---|---|
| buffers and inverters | 159 | 9.85 |
| multiplexers | 13 | 2.12 |
| AND-OR/OR-AND | 363 | 39.5 |
| XOR/XNOR | 16 | 2.24 |
| adder cells (fa/ha/maj) | 107 | 21.6 |
| AND/OR/NAND/NOR | 318 | 24.6 |
worst paths after layout:
check	from	end	slack [ns]	depth (start not counted)
setup / recovery	iA[7]	oZero	2.75	15
hold / removal	iControl[1]	oResult[21]	6.24	4
routing by layer:
metal  global-route usage (%)  up-vias  routed length [um]
met4                     7.14        0                 697
met3                     4.39       57                2550
met1                     43.8     3458               10700
met2                     45.6      443               10300
li1                         -     3670                   -
met5                        0        -                   0
cell type report:
cell class / instances / area, sq um / share of cell area (%)
inverters: 97 / 364 / 4.97
well taps: 188 / 235 / 3.21
multi-input cells: 817 / 5630 / 76.9
repair buffers: 114 / 1100 / 15.0
critical path, stage by stage:
cell and delay [ns]:
sky130_fd_sc_hd__clkdlybuf4s50_1 0.51, sky130_fd_sc_hd__inv_1 0.05, sky130_fd_sc_hd__ha_1 0.48, sky130_fd_sc_hd__a21o_1 0.25, sky130_fd_sc_hd__a31oi_1 0.40, sky130_fd_sc_hd__o221ai_1 0.34
sky130_fd_sc_hd__o41ai_1 0.46, sky130_fd_sc_hd__o311a_1 0.23, sky130_fd_sc_hd__o21ai_0 0.25, sky130_fd_sc_hd__nor4_1 0.61, sky130_fd_sc_hd__nand4_1 0.22, sky130_fd_sc_hd__nor4_1 0.33
sky130_fd_sc_hd__nand4b_1 0.20, sky130_fd_sc_hd__nor4_2 0.32, sky130_fd_sc_hd__clkdlybuf4s50_1 0.52
cell usage in the layout, fill, tap and decap left out, types with 12 or more instances in the layout:
master	count
sky130_fd_sc_hd__o211ai_1	14
sky130_fd_sc_hd__nor2_1	107
sky130_fd_sc_hd__a21o_1	15
sky130_fd_sc_hd__a31oi_1	12
sky130_fd_sc_hd__nor3_1	27
sky130_fd_sc_hd__nor2b_1	18
sky130_fd_sc_hd__inv_1	93
sky130_fd_sc_hd__a21oi_1	118
sky130_fd_sc_hd__o31ai_1	22
sky130_fd_sc_hd__xnor2_1	13
sky130_fd_sc_hd__o21ai_0	46
sky130_fd_sc_hd__clkdlybuf4s50_1	98
sky130_fd_sc_hd__ha_1	104
sky130_fd_sc_hd__buf_4	14
sky130_fd_sc_hd__nand2_1	78
power by group through the flow:
stage / combinational (mW) / clock (mW) / sequential (mW)
CTS: 0.321 / 0 / 0
global route: 0.356 / 0 / 0
finish: 0.329 / 0 / 0
stage by stage:
| step | util, % | cell area (sq um) | std cells | setup WS [ns] |
|---|---|---|---|---|
| 6_report | 48.2 | 7330 | 1216 | 2.75 |
| 5_1_grt | 48.2 | 7330 | 1216 | 2.58 |
| 4_1_cts | 48.2 | 7330 | 1216 | 2.91 |
| 3_5_place_dp | 48.2 | 7330 | 1216 | 2.94 |
| 3_3_place_gp | 48.2 | 7330 | 1216 | 3.00 |
| 2_1_floorplan | - | 6250 | 976 | 4.75 |
No activity file was given, so power comes from the tool's default toggle rates.
