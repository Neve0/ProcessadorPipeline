[/design/flow/design.v]
module fdiv (
	input wire clkin,
	input wire divisor,
	output reg clkout
	);
integer cont;
initial
   cont=0;
always @(posedge clkin)
  begin
	if (cont==divisor)
		begin
			cont<=0;
			clkout<=~clkout;
		end
	else
		begin
			cont<=cont+1;
			clkout<=clkout;
		end
   end
endmodule
[/design/flow/run.sh]
#!/bin/bash
# OpenROAD 26Q1-2900-gdf79404cd8, Yosys 0.63+post, stock flow scripts
make -C /OpenROAD-flow-scripts/flow DESIGN_CONFIG=/design/flow/config.mk WORK_HOME=/design/flow/orfs finish
[/design/flow/config.mk]
export PLATFORM = sky130hd
export DESIGN_NAME = fdiv
export DESIGN_NICKNAME = fdiv
export VERILOG_FILES = /design/flow/design.v
export SDC_FILE = /design/flow/constraint.sdc
export NUM_CORES = 4
export LEC_CHECK = 1
export CORE_UTILIZATION = 30
[/design/flow/constraint.sdc]
current_design fdiv

set clk_period 5.5
set clk_io_pct 0.2

create_clock -name clk0 -period $clk_period [get_ports {clkin}]

set non_clock_inputs [all_inputs -no_clocks]
set_input_delay [expr $clk_period * $clk_io_pct] -clock clk0 $non_clock_inputs
set_output_delay [expr $clk_period * $clk_io_pct] -clock clk0 [all_outputs]
==> results.txt <==
Update from the flow run.

By count the netlist is led by dfxtp_1 (32), xnor2_1 (26), nand4_1 (19). The via count of the first global-routing pass came to 906. The power report attributes to the clock group a share of 41.5%. The clock tree has to reach 33 sinks. At the later pin of the worst-skew pair, clock insertion delay measures 0.28 ns. Combinational cells account for 0.3% of the total power. The floorplan step set the die width to 69.5 µm. The biggest fanout along the worst timing path is 4. The setup total negative slack is 0 ns. Setup repair after global routing left no endpoint under its margin. The total via count in the routed design is 967. The type of the most critical hold path is reg2reg. The kind of critical path is in2reg. Summing all flip-flop and latch instances after layout gives 671 µm².

The internal power of the cells totals 0.328 mW. The synthesized instance count is 135. The final standard cell area without fillers is 1530 µm².

The register share after synthesis is 49.0%. Per the detailed placement report, the placed cell area equals 1450 µm². Per the OpenROAD floorplan log, the height of the die is 69.5 µm.

The wire length per cell is 11.9 µm. The post-DP HPWL is 1640 µm. TritonRoute reported its final design rule violation total as 0. The total setup violations reported at the end of the flow is 0. The total CTS buffers is 5.

The upper clock frequency limit is 442 MHz. The OpenROAD report gives the critical path a data arrival time of 2.20 ns. The clock period minus worst slack is 2.26 ns. The CTS clock-pin slew for the worst setup and hold paths is 0.06 ns.

According to the timing report, the data required time at the worst endpoint equals 5.44 ns. The leakage component of the power was reported as 0.558 nW. The count of buffers added by post-CTS timing repair for setup is 0.

The area growth from synthesis to layout is 12.0%. The first global-routing pass estimated 4110 µm of wire. STA classifies the critical path endpoint as a flop. The library cell used as clock root buffer is clkbuf_8. The total congestion overflow is 0.

CTS built an H-tree with a depth of 2. The routed design shows a via density per instance of 4.93. The post-synth count of flops with an enable pin is 1. The power report attributes to the sequential group a share of 58.3%. The count of standard-cell rows is 24. The nature of the critical path startpoint is an input pin. The slew at the pin closest to its max-slew limit is 0.638 ns. The flow ran to the end, and the final reports show no timing, DRC or antenna violations. After synthesis the cells add up to 1370 µm². The area share of the largest cell type after synthesis is 46.8%.

The area taken by multi-input combinational cells is reported as 678 µm². In this run the deepest clock path goes through 2 buffers. The remaining number of nets flagged by the antenna check after routing is 0.

The finished layout holds 196 standard cells, fillers aside. Averaged over all synthesized cells, the footprint is 10.1 µm². The die covers 4830 µm². The library cell occupying the most area in the post-synthesis netlist is dfxtp_1. Warnings reported by Yosys during synthesis add up to 1. The cts-stage hold buffer count is 0.

Max-cap violations in this run came to 0. The CTS tree is done. The overall fraction of global-route tracks in use is 10.4%.

For this run, the script counts the antenna cells in the layout as 0. The count of pins over their slew limit is 0. The final timing report lists a hold violation count of 0. The maximum number of pins on one net before global-route repair is 12. Before placement the cells fill 31.4% of the core. The synthesized netlist contains 21 unique library cells. The worst path uses 41.1% of the clock period. The post-synthesis sequential element count is 33. The total power density per cell area is 269 nW/µm². In the post-synthesis netlist, the biggest area contributors are dfxtp_1 (47%), xnor2_1 (17%), nand4_1 (8.7%). Fill cells in the final layout number 410. The worst-case IR drop observed on VDD is 0.111 mV.

The completed layout was analyzed and its total power is 0.412 mW. The net switching power figure is 0.0836 mW. The number of warning messages in the logs is 25. The commonest register cell is dfxtp_1. The most frequently used library cell after synthesis is dfxtp_1.

The number of DRC markers after the initial detailed-route iteration is 42. The number of antenna violations at the first check in global routing is 0. The number of optimization iterations in the first detailed-route pass is 4. The core region is 4350 µm². In the final layout, the share of cells above drive strength 1 is 7.64%. The routed wire length is 2340 µm. According to the Yosys statistics, the synthesized design has a chip area of 1370 µm². The worst slew slack as a fraction of its limit is 57.1%.

The count of instances resized after the clock tree is built is 0. The number of buffers added on ports is 2. For this run, asynchronously set or reset flops after synthesis account for 0%.

The final weighted congestion in routability-driven placement is 0.781. The post-synthesis cell count from yosys is 135. According to the I/O placement log, the pin count is 3. Per the placement report, the placed cell count is 188. The share of total power consumed by net switching is 20.3%.

The clock arrives with 0.00560 ns of skew.
worst paths after layout:
path                                  to      from  slack, ns  depth (start not counted)
worst min register to register  cont[31]  cont[31]       0.47                          1
worst min-delay path            cont[31]  cont[31]       0.47                          1
worst max register to register  cont[26]   cont[0]       3.57                          5
worst max-delay path              clkout   divisor       3.24                          4
logic make-up after synthesis:
logic type | synth area share [%]
xor+xnor | 19.9
flops | 49.0
fa+ha+maj | 0.915
buf+inv | 1.37
simple gates | 28.8
power by group through the flow:
stage	logic [mW]	clock network (mW)	registers (mW)
after CTS	0.00117	0.176	0.240
after global routing	0.00125	0.186	0.240
final	0.00116	0.171	0.240
through the flow:
| stage | hold slack [ns] | utilization [%] | worst slack [ns] |
|---|---|---|---|
| after floorplan | 0.435 | - | 3.52 |
| after global placement | 0.449 | 33.3 | 2.99 |
| after detailed placement | 0.456 | 33.3 | 2.95 |
| after CTS | 0.468 | 35.2 | 3.24 |
| after global routing | 0.511 | 35.2 | 3.16 |
| final | 0.469 | 35.2 | 3.24 |
registers in the layout, summed over array words and instances, names as in the netlist:
signal and cells:
cont 32, clkout 1
worst max-delay path: stages:
cell	delay (ns)
clkdlybuf4s50_1	0.47
xnor2_1	0.13
nand3_1	0.10
nor3_1	0.39
layer usage:
layer / GRT usage [%] / share of wire [%] / vias up / routed length [µm]
li1: - / - / 502 / -
met1: 16.6 / 53 / 442 / 1240
met2: 14.7 / 40 / 16 / 940
met3: 2.80 / 4.7 / 7 / 110
met4: 1.59 / 1.8 / 0 / 41
met5: 0 / 0 / - / 0
placed cells by master (no fill, tap or decap), drive strengths merged:
cell,count
and2,2
and3,5
and4,1
clkbuf,6
clkdlybuf4s50,2
clkinv,2
dfxtp,32
edfxtp,1
ha,1
inv,4
nand2,4
nand3,10
nand4,20
nor2,8
nor2b,1
nor3,5
nor4,9
xnor2,26
xor2,5
final cells by class:
class                      count  area share (%)
multi-input combinational     97            44.3
sequential                    33            43.8
clock buffer                   6            4.74
tap                           52            4.25
timing repair buffer           2            1.31
inverter                       4           0.980
clock inverter                 2           0.654
Power is estimated from default activity; no workload was simulated.
